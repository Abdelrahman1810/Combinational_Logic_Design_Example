==> flow/design.v <==
module ALU #(parameter N_PARAMETER = 4)(
    input [1:0] opcode, [N_PARAMETER-1:0] A, B,
    output [N_PARAMETER-1:0] result
);
  assign result = (!opcode)? A+B: (opcode==2)? A-B: (opcode=='b01)? A|B:A^B;
endmodule
module Seven_Segment_LED( 
    input enable, [3:0] DIGIT,
    output reg [6:0] LED
);
    always @(*) begin
        if (enable) begin
            case (DIGIT)
                0: LED = 'b1111110;
                1: LED = 'b0110000;
                2: LED = 'b1101101;
                3: LED = 'b1111001;
                4: LED = 'b0110011;
                5: LED = 'b1011011;
                6: LED = 'b1011111;
                7: LED = 'b1110000;
                8: LED = 'b1111111;
                9: LED = 'b1111011;
                10: LED = 'b1110111;
                11: LED = 'b0011111;
                12: LED = 'b1001110;
                13: LED = 'b0111101;
                14: LED = 'b1001111;
                15: LED = 'b1000111;
            endcase
        end else
           LED = 0;
    end    
endmodule
module Instantiation_model( 
    input enable, [3:0] A, B, [1:0] opcode,
    output a, b, c, D, e, f, g, [3:0] result_ALU
);
    ALU #(.N_PARAMETER(4))alu(.A(A), .B(B), .opcode(opcode), .result(result_ALU));
    Seven_Segment_LED sevensegmentled(.enable(enable), .DIGIT(result_ALU), .LED({a,b,c,D,e,f,g}));
endmodule
==> flow/run.sh <==
#!/bin/bash
# OpenROAD 26Q1-2900-gdf79404cd8, Yosys 0.63+post, stock flow scripts
make -C /OpenROAD-flow-scripts/flow DESIGN_CONFIG=/design/flow/config.mk WORK_HOME=/design/flow/orfs finish
==> flow/config.mk <==
export PLATFORM = sky130hd
export DESIGN_NAME = Instantiation_model
export DESIGN_NICKNAME = Instantiation_model
export VERILOG_FILES = /design/flow/design.v
export SDC_FILE = /design/flow/constraint.sdc
export NUM_CORES = 4
export LEC_CHECK = 1
export CORE_AREA = 10 10 70 70
export DIE_AREA = 0 0 80 80
export SYNTH_HDL_FRONTEND = slang
==> flow/constraint.sdc <==
current_design Instantiation_model

set clk_period 6.2
set clk_io_pct 0.2

create_clock -name clk0 -period $clk_period

set non_clock_inputs [all_inputs -no_clocks]
set_input_delay [expr $clk_period * $clk_io_pct] -clock clk0 $non_clock_inputs
set_output_delay [expr $clk_period * $clk_io_pct] -clock clk0 [all_outputs]
==> results.toml <==
# synthesis and place-and-route metrics
[status]
status = "finished clean"

[sta]
period_minus_slack_ns = 5.66
rsz0062_at_grt = "false"
setup_viol = 0
fmax_mhz = 177
timing_hold_violations_final = 0
post-route-period-util = 0.913
drv_slew = 0
worst_pin_slew_ns = 0.522
tns_ns = 0
hold_ws_ns = 3.55
slew_headroom = 0.651

[layout]
comb_area_um2 = 741
fillCellCount = 387
lay_top_count = "clkdlybuf4s50_1"
flops = 0
area_delta_synth_final_pct = 30.1
most-common-layout-cells = "22 x clkdlybuf4s50_1, 18 x inv_1, 15 x ha_1"
clkbuf_count = 0
final-seq-area_um2 = 0
layout-drive-gt1-share = 0.143

[min_path]
worstHoldStart = "enable"
min_to = "e"
hp-class = "input port to output pin"
whs_path_depth = 4

[clock_tree]
postCtsSetupBuffers = 0
cts_resized = 0
ctsHoldBuffers = 0

[drt]
drt-wirelength-per-cell_um = 12.2
drc = 0
firstDrtPassIters = 4
vias = 830
antenna_cells = 0
dr.first_iter.drc_count = 111
ant_nets = 0
drt_wl_total_mm = 2.02
vias_per_cell = 5.03

[placed_design]
portBuffers = 22
place_congestion = 0.916
detailed_place_hpwl_mm = 1.75

[global_routing]
overflow = 0
antenna_found_initial = 0
grt_pass1_wl_mm = 3.46
grt_max_degree = 11
grt_pass1_vias = 777
grtUsageTotal = 0.0620

[power_and_ir_drop]
p_per_area_nw_per_um2 = 104
leakage_nw = 0.461
ir_worst_vdd_v = 0.0000365

[logic_synthesis]
synthCells = 100
synth.distinct_cells = 47
yosys_warnings = 0
avgSynthCellArea_um2 = 8.35
synth_chip_area_um2 = 835
syn_area_um2 = 835
yosysCellCount = 100
postSynthSeqShare = 0

[die]
fp_util = 0.244
dieHeight_um = 80
core_area_um2 = 3420
rows = 21
dieArea_um2 = 6400
die_w_um = 80
io_pins = 22

[setup_path]
cp.arrival_ns = 4.42
worst_ep_required_time_ns = 4.96
critical-path-max-stage-delay_ns = 0.53
crit_chain = "clkdlybuf4s50_1 > inv_1 > ha_1 > inv_1 > fa_1 > mux4_2 > ha_1 > o21ai_0 > a22oi_1 > a2111oi_2 > clkdlybuf4s50_1"
critPathTopFamily = "buffers and inverters"
crit_buf_inv = 4
path_max_fanout = 4
crit_type = "input port to output pin"
crit_path_start_kind = "input port"
critPathCaptureType = "output pin"
worst_path_max_delay_cell = "clkdlybuf4s50_1"

[run]
log.warning_count = 42
maxCapViolCount = 0
metrics by stage:
stage | setup slack (ns) | instances | util | cell area, um^2 | total power (W)
after floorplan | 1.81 | 100 | - | 835 | 0.0000695
after global placement | 0.579 | 165 | 0.318 | 1090 | 0.000113
after detailed placement | 0.539 | 165 | 0.318 | 1090 | 0.000113
after CTS | 0.539 | 165 | 0.318 | 1090 | 0.000114
after global routing | 0.325 | 165 | 0.318 | 1090 | 0.000127
final | 0.540 | 165 | 0.318 | 1090 | 0.000113
cell families after synthesis:
logic type,after synthesis,share of synthesized area
AOI/OAI and AO/OA,33,0.337
and+or+nand+nor,26,0.223
buffers and inverters,21,0.112
adders and majority gates,16,0.249
muxes,3,0.0675
xor gates and xnor gates,1,0.0105
how the worst max path moves through the flow:
stage	start	endpoint	slack [ns]	cells after the start
4_1_cts	A[0]	f	0.54	11
5_1_grt	A[0]	f	0.32	11
6_report	A[0]	f	0.54	11
final cells by class:
type,instances,share of cell area
tap,46,0.0530
multi-input combinational,79,0.682
timing repair buffer,22,0.203
inverter,18,0.0622
routing by layer:
layer  vias up  track usage  part of all wire
met4         0            0                 0
met2        31       0.0963              0.45
met1       375       0.0962              0.50
met5         -            0                 0
met3         0      0.00341             0.055
li1        424            -                 -
synthesized netlist by cell type (2+ instances only):
master	number	area [um^2]
o21ai_0	6	30.0
nor2_1	2	7.51
nand4_1	3	18.8
mux4_2	2	45.0
a211o_1	2	17.5
ha_1	15	188
inv_1	18	67.6
a21o_1	2	15.0
a21oi_1	4	20.0
buf_4	2	15.0
o22ai_1	4	25.0
o221a_2	2	22.5
nor3_2	2	20.0
nand3_1	2	10.0
nor2b_1	2	12.5
power by group:
| part | leakage, nW | internal, W | switching, W | total, W |
|---|---|---|---|---|
| sequential | 0 | 0 | 0 | 0 |
| combinational | 0.461 | 0.0000587 | 0.0000539 | 0.000113 |
| clock | 0 | 0 | 0 | 0 |
| total | 0.461 | 0.0000587 | 0.0000539 | 0.000113 |
Power and IR drop assume default switching activity.
