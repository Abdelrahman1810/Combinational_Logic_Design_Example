`flow/run.sh`:
```
#!/bin/bash
# OpenROAD 26Q1-2900-gdf79404cd8, Yosys 0.63+post, stock flow scripts
make -C /OpenROAD-flow-scripts/flow DESIGN_CONFIG=/design/flow/config.mk WORK_HOME=/design/flow/orfs finish
```
`flow/config.mk`:
```
export PLATFORM = sky130hd
export DESIGN_NAME = BCD
export DESIGN_NICKNAME = BCD
export VERILOG_FILES = /design/flow/design.v
export SDC_FILE = /design/flow/constraint.sdc
export NUM_CORES = 4
export LEC_CHECK = 1
export CORE_AREA = 10 10 70 70
export DIE_AREA = 0 0 80 80
export SYNTH_HDL_FRONTEND = slang
```
`flow/constraint.sdc`:
```
current_design BCD

set clk_period 2.8
set clk_io_pct 0.2

create_clock -name clk0 -period $clk_period

set non_clock_inputs [all_inputs -no_clocks]
set_input_delay [expr $clk_period * $clk_io_pct] -clock clk0 $non_clock_inputs
set_output_delay [expr $clk_period * $clk_io_pct] -clock clk0 [all_outputs]
```
`flow/design.v`:
```
module BCD (
    input D0, D1, D2, D3, D4, D5, D6, D7, D8, D9,
    output reg Y0, Y1, Y2, Y3
);
    always @(*) begin
        case ({D9, D8, D7, D6, D5, D4, D3, D2, D1, D0})
            2: {Y3, Y2, Y1, Y0} = 1; 
            4: {Y3, Y2, Y1, Y0} = 2;
            8: {Y3, Y2, Y1, Y0} = 3;
            16: {Y3, Y2, Y1, Y0} = 4;
            32: {Y3, Y2, Y1, Y0} = 5;
            64: {Y3, Y2, Y1, Y0} = 6;
            128: {Y3, Y2, Y1, Y0} = 7;
            256: {Y3, Y2, Y1, Y0} = 8;
            512: {Y3, Y2, Y1, Y0} = 9;
            default: {Y3, Y2, Y1, Y0} = 0;
        endcase
    end
endmodule
```
==> summary.txt <==
flow finished, numbers: outcome finished, final reports clean, Post-Synthesis Cells 26, I/O pins 14, total congestion overflow 0, initial DRC count 1, GRT Util Overall 2.38%, global-route wire length before repair 1.27 mm, worst slew pin tran 0.362 ns, Post-Syn Area 168 um2, Syn Area/Cell around 6.4 um2, fp_density 4.91%, die width roughly 80 um, Distinct cells, synth 13, synthesis warning total 0, Slew HR 75.6%, max_cap viols 0, Setup Viol. Count Final 0, antenna violations before repair 0, ANT nets after route 0, ANT cells 0, row count 21, Slew Limit Fails 0, FF/Latch Area 0 um2, DR WL/cell about 9 um, final hold vios 0, total design power 48.5 uW, Design Area, Final between 400 and 500 um2, first-pass detailed-route iteration total 2, CLK BUF 0, pwr dens 99.6 nW/um2, Lkg Pwr 0.000203 uW, area leader, netlist xor2_1, vias per cell a little under 3, Req. time, crit path 2.24 ns, hpwl dp between 600 and 700 um, via count 284, synth top area cells xor2_1 16%, nor2b_1 15%, o21ai_0 12%, Max VDD drop 42.5 uV, Max-area cell share 15.7%, Total Routed Length 844 um, die area 6400 um2, number of instances in the placed design 94, Data arrival, critical path 2.20 ns, share of cells above drive strength 1 40.0%, maximum clock rate 363 MHz, final clock period utilization by the worst path 98.5%, num sequential 0, nature of the critical path startpoint input pin, core box area approximately 3400 um2, Worst Path Class, Setup input pin to output port, Hold Path Class input pin to output port, largest net degree at the start of global routing 7, ys cells 26, DP Area approximately 430 um2, Post-synth top cells 4 x nor2b_1, 4 x o21ai_0, 3 x nor2_1, 3 x xor2_1, vias in the first global route between 200 and 300, # port buffers 14, Finished Layout Cells 96, crit-path max FO 3, Syn-to-layout area delta 190%, Routability Congestion 0.747, Tool Warnings 33, CP endpoint kind output port, YS chip area approximately 170 um2, DRC Markers 0, sequential share of the synthesized area 0%, fin crit period 2.76 ns, die height around 80 um
## layout make-up
cell class,count,area (um2)
fill,407,2930
tap,46,57.6
timing repair buffer,24,215
multi-input combinational,26,214
## cells by family (layout without fill, tap and decap cells)
| group | after synthesis | after routing | share of synthesized area, % |
|---|---|---|---|
| xor gates and xnor gates | 5 | 5 | 26.1 |
| AOI/OAI and AO/OA | 7 | 7 | 26.1 |
| buffers and inverters | 0 | 24 | 0 |
| and+or+nand+nor | 14 | 14 | 47.8 |
## where the power goes
part           leakage (uW)  internal [uW]  switching, uW
sequential                0              0              0
clock                     0              0              0
combinational      0.000203           27.7           20.8
total              0.000203           27.7           20.8
## layer usage
layer  vias to the layer above  global-route usage [%]  share of wire (%)
li1                        146                       -                  -
met1                       130                    3.76                 51
met2                         8                    3.21                 43
met3                         0                   0.682                5.6
met4                         0                       0                  0
met5                         -                       0                  0
## critical path, cell delays in order
cell	delay (ns)
clkdlybuf4s50_1	0.45
or4_4	0.50
or4_4	0.42
o22ai_2	0.14
clkbuf_2	0.12
## path summary, 6_finish.rpt
path              start  to  depth (start not counted)
setup / recovery     D8  Y0                          5
hold / removal       D4  Y1                          3
## placed cells by master, fill, tap and decap left out, drive strengths merged
| cell | Yosys | layout |
|---|---|---|
| a2111oi | 2 | 2 |
| buf | 0 | 10 |
| clkbuf | 0 | 2 |
| clkdlybuf4s50 | 0 | 5 |
| dlygate4sd2 | 0 | 2 |
| dlymetal6s2s | 0 | 5 |
| nand2 | 2 | 2 |
| nand3 | 1 | 1 |
| nor2 | 3 | 3 |
| nor2b | 4 | 4 |
| nor4 | 1 | 1 |
| o21ai | 4 | 4 |
| o22ai | 1 | 1 |
| or3 | 1 | 1 |
| or4 | 2 | 2 |
| xnor2 | 2 | 2 |
| xor2 | 3 | 3 |
## stage by stage
stage / util (%) / setup TNS (ns) / hold slack (ns) / setup WS (ns)
floorplan: - / 0 / 1.14 / 0.646
global placement: 12.5 / -0.882 / 2.15 / -0.357
detailed placement: 12.5 / -0.897 / 2.16 / -0.367
CTS: 12.8 / -0.119 / 1.92 / -0.119
global route: 14.2 / -0.0683 / 1.52 / -0.0640
finish: 14.2 / 0 / 1.48 / 0.0429
## what timing repair did
action,CTS,global route
pin swaps,0,4
setup endpoints to repair,4,2
gates resized,10,13
hold buffers,0,0
setup buffers,0,2
Power and IR drop assume default switching activity.
